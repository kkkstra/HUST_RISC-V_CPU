`flow/config.mk`:
```
export PLATFORM = sky130hd
export DESIGN_NAME = BHB
export DESIGN_NICKNAME = BHB
export VERILOG_FILES = /design/flow/design.v
export SDC_FILE = /design/flow/constraint.sdc
export NUM_CORES = 4
export LEC_CHECK = 1
export CORE_UTILIZATION = 50
```
`flow/constraint.sdc`:
```
current_design BHB

set clk_period 35.1
set clk_io_pct 0.2

create_clock -name clk0 -period $clk_period [get_ports {clk}]

set non_clock_inputs [all_inputs -no_clocks]
set_input_delay [expr $clk_period * $clk_io_pct] -clock clk0 $non_clock_inputs
set_output_delay [expr $clk_period * $clk_io_pct] -clock clk0 [all_outputs]
```
`flow/design.v`:
```
`timescale 1ns / 1ps
module BHB(
    clk, rst,
    PC, EXPC, EXBranchAddr, EXBranch, EXBranchTaken,
    predictJump, jumpAddr
);
    parameter WIDTH = 32;
    parameter SIZE = 8;
    input clk, rst;
    input [WIDTH-1:0] PC, EXPC, EXBranchAddr;
    input EXBranch, EXBranchTaken;
    output reg predictJump;
    output reg [WIDTH-1:0] jumpAddr;
    reg valid [0:SIZE-1];
    reg [1:0] predict [0:SIZE-1];
    reg [WIDTH-1:0] tag [0:SIZE-1], timer [0:SIZE-1], addr[0:SIZE-1];
    reg match [0:SIZE-1], load [0:SIZE-1];
    reg write [0:SIZE-1];
    always @(*) begin
        integer i, maxTimer, maxTimerIndex;
        bit found, hit, miss;
        hit = 0;
        for (i = 0; i < SIZE; ++i) begin
            if (valid[i] && EXPC == tag[i]) begin
                match[i] = 1;
                hit = 1;
            end
            else match[i] = 0;
        end
        miss = !hit;
        found = 0;
        if (EXBranch && miss) begin
            for (i = SIZE - 1; i >= 0; --i) begin
                if (!found && !valid[i]) begin
                    write[i] = 1;
                    found = 1;
                end
                else write[i] = 0;
            end
            if (!found) begin
                maxTimer = 0;
                maxTimerIndex = -1;
                for (i = 0; i < SIZE; ++i) begin
                    if (timer[i] > maxTimer) begin
                        maxTimer = timer[i];
                        maxTimerIndex = i;
                    end
                end
                write[maxTimerIndex] = 1;
            end
        end
        else begin
            for (i = SIZE - 1; i >= 0; --i) write[i] = 0;
        end
        jumpAddr = 0;
        predictJump = 0;
        for (i = 0; i < SIZE; ++i) begin
            if (valid[i] && PC == tag[i]) begin
                load[i] = 1;
                jumpAddr = addr[i];
                predictJump = predict[i][1];
            end
            else load[i] = 0;
        end
    end
    always @(posedge clk) begin
        integer i;
        if (rst) begin
            for (i = 0; i < SIZE; ++i) begin
                valid[i] <= 0;
                tag[i] <= 0;
                timer[i] <= 0;
                predict[i] <= 0;
                addr[i] <= 0;
            end
        end
        else begin
            for (i = 0; i < SIZE; ++i) begin
                if (write[i]) begin
                    valid[i] <= 1;
                    tag[i] <= EXPC;
                    addr[i] <= EXBranchAddr;
                end
                if (write[i] || load[i]) begin
                    timer[i] <= 0;
                end
                else timer[i] <= timer[i] + 1;
                if (match[i] && EXBranch) begin
                    if (EXBranchTaken) begin
                        case (predict[i])
                            2'b00: predict[i] <= 2'b01;
                            2'b01: predict[i] <= 2'b10;
                            2'b10: predict[i] <= 2'b10;
                            2'b11: predict[i] <= 2'b10;
                        endcase
                    end
                    else begin
                        case (predict[i])
                            2'b00: predict[i] <= 2'b00;
                            2'b01: predict[i] <= 2'b00;
                            2'b10: predict[i] <= 2'b11;
                            2'b11: predict[i] <= 2'b00;
                        endcase
                    end
                end
            end
        end
    end
endmodule
```
`flow/run.sh`:
```
#!/bin/bash
# OpenROAD 26Q1-2900-gdf79404cd8, Yosys 0.63+post, stock flow scripts
make -C /OpenROAD-flow-scripts/flow DESIGN_CONFIG=/design/flow/config.mk WORK_HOME=/design/flow/orfs finish
```
==> run notes <==
yosys + openroad results -> drt via density=about 5.7, area leader, netlist=dfxtp_1, sw frac=0.318, global-route track usage on met1=0.464, Worst Reg-to-Reg Cells=102, dpl hpwl=97.2 mm, Insertion Delay late pin=0.70 ns, VDD IR max=0.0368 mV, via count=approximately 39,000, Post-CTS Hold Fix Bufs=0, Final Core Density=0.565, PortBufs=132, CTS H-tree lvls=3, CTS tree=built, Most Crowded Layer GR=met2, fmax=41.3 MHz, Mapped Avg Cell Area=8.36 µm², Slew headroom=0.332, width of the die=310 µm, Place WS=approximately 11 ns, reg2reg start=timer[0][0], Placed Cells incl. Taps=6,797, Post-Syn Instances=5,671, Int Pwr=around 1.7 mW, ant diodes=0, final setup fails=0, synth cell count leaders=792 x dfxtp_1, 696 x nor2_1, 539 x xnor2_1, leakage=20.6 nW, period utilisation layout=0.690, Commonest flop=dfxtp_1, number of fill cells=8,451, Final ANT Viol Nets=0, post-route insts no fill=6,965, hold depth=2, GRT overflow=0, total number of yosys warnings=9, FF-to-FF End=timer[1][26], DIE HEIGHT=310 µm, P&R area growth vs syn=11.5%, post-route setup TNS=0 ns, largest net degree at the start of global routing=between 80 and 90, Syn Std Cell Area=0.0474 mm², share of cells above drive strength 1=0.0657, post-CTS sizing=0, min-delay src=predict[5][0], initial antenna violation count=1, TritonCTS buffer count=90, first-pass GRT wire length=225 mm, Sink Count=792, CP max FO=67, Reg clk slew, reported paths=0.06 ns, P_sw=803 µW, Crit. End Element=flip-flop, final critical-path required period=24.20 ns, routing usage on met3=0.0510, grt met2 use=0.483, crit path launch type=flip-flop, YS chip area=approximately 0.047 mm², Worst path max stage delay=0.84 ns, Worst Setup Path Type=reg -> reg, Max Cap Violations=0, library cells used by synthesis=75, Hold Vio Cnt, Final=0, Slew @ Worst Pin=1.00 ns, Top cell area share=0.334, Pins Over Slew Limit=0, Crit. Startpoint=timer[0][0], FP Util=0.506, core region area=roughly 0.094 mm², vias in the first global route=37,300, Synth Seq Share=0.334, gr usage total=0.315, count of tool warnings=26, top cells, area=dfxtp_1 33%, mux2i_1 10%, xnor2_1 10%, Worst Hold Class=reg -> reg, # Cells Yosys=5,671, most numerous cell in the Yosys netlist=dfxtp_1, DRT Pass-1 Iters=5, # Post-CTS Setup Buffers=0, clk buf depth=3, Reg2Reg Setup Slack=around 11 ns, Rows=112, Root Driver=clkbuf_16, sequential power share=0.366, Clk pwr share=0.390, EDFF count, synth=0, Gate power share=0.244, Seq cells post-synth=792, Power Density=roughly 48 mW/mm², I/O pin count=133, DR DRC count=0, WL per Instance=21.1 µm, Fin Clk Skew=0.0429 ns, gp weighted congestion=0.976, critical path arrival=24.76 ns, CP max stage cell=o21ai_2, setup ws final=10.90 ns, Total Wirelength=147 mm, RSZ-0062 raised after global routing=no, CP Data Required Time=35.65 ns, outcome=completed, async set-reset flop share out of synthesis=0, Die Size=0.0961 mm², Hold Crit Endpoint=predict[5][0], Detailed Route Iter0 Violations=2,857
how the worst max path moves through the flow:
stage / endpoint / slack [ns] / cells past startpoint
finish: timer[1][26] / 10.90 / 102
global route: timer[1][21] / 8.86 / 102
CTS: timer[1][26] / 10.86 / 102
power groups by stage:
| stage | Clock, mW | Combinational, mW | Sequential [mW] |
|---|---|---|---|
| CTS | 1.00 | 0.620 | 0.924 |
| global route | 1.04 | 0.685 | 0.925 |
| finish | 0.984 | 0.618 | 0.924 |
per-layer routing:
layer,share of wire,vias to the layer above
met5,0.000061,-
met4,0.039,2
met3,0.063,304
met2,0.45,1092
met1,0.45,18600
li1,-,19300
area by class of cell:
type,instances,area [µm²],area share
repair buffers,255,2260,0.0428
flip-flops and latches,792,15900,0.300
well taps,1254,1570,0.0297
multi-input cells,4304,29300,0.555
clock inverters,37,464,0.00878
inverters,192,721,0.0136
clock buffers,131,2640,0.0499
flip-flops by register name, indices dropped and copies added (netlist names), named ones only:
register  cells
predict       8
timer       256
valid         8
addr        256
tag         256
per-stage QoR:
| stage | hold WS, ns | power, mW | instance area (µm²) |
|---|---|---|---|
| 6_report | 0.466 | 2.53 | 52900 |
| 3_3_place_gp | 0.448 | 1.56 | 49800 |
| 2_1_floorplan | 0.437 | 1.37 | 47400 |
| 4_1_cts | 0.465 | 2.54 | 52900 |
| 3_5_place_dp | 0.457 | 1.56 | 49800 |
| 5_1_grt | 0.485 | 2.65 | 52900 |
cells in the final DEF (no fill, tap or decap), types with 115 or more instances in the layout:
cell type / synthesis / routed
o21ai_0: 278 / 278
and3_1: 115 / 115
xor2_1: 218 / 218
xnor2_1: 539 / 539
nand2_1: 278 / 277
clkdlybuf4s50_1: 0 / 131
ha_1: 229 / 229
nand4_1: 181 / 181
nor2_1: 696 / 694
mux2i_1: 488 / 488
nand2b_1: 205 / 204
dfxtp_1: 792 / 792
a21oi_1: 271 / 269
nand3_1: 215 / 214
inv_1: 189 / 187
buf_4: 21 / 122
cell families after synthesis:
group / after synthesis / share of synthesized area
AND-OR/OR-AND: 773 / 0.0910
multiplexers: 546 / 0.117
flip-flops: 792 / 0.334
buffers and inverters: 575 / 0.0493
adder cells (fa/ha/maj): 230 / 0.0606
AND/OR/NAND/NOR: 1998 / 0.208
XOR/XNOR: 757 / 0.140
worst max-delay path, delay by kind of cell, from the launching register on:
family / cells / cell delay [ns]
AND-OR/OR-AND: 61 / 13.46
buffers and inverters: 13 / 3.74
adder cells (fa/ha/maj): 8 / 2.02
AND/OR/NAND/NOR: 17 / 3.31
multiplexers: 3 / 1.13
flip-flops: 1 / 0.36
Power figures rest on the tool's default switching activity, not on a simulated workload.
