[/design/flow/run.sh]
#!/bin/bash
# OpenROAD 26Q1-2900-gdf79404cd8, Yosys 0.63+post, stock flow scripts
make -C /OpenROAD-flow-scripts/flow DESIGN_CONFIG=/design/flow/config.mk WORK_HOME=/design/flow/orfs finish
[/design/flow/config.mk]
export PLATFORM = sky130hd
export DESIGN_NAME = ALU
export DESIGN_NICKNAME = ALU
export VERILOG_FILES = /design/flow/design.v
export SDC_FILE = /design/flow/constraint.sdc
export NUM_CORES = 4
export LEC_CHECK = 1
export CORE_UTILIZATION = 50
[/design/flow/constraint.sdc]
current_design ALU

set clk_period 433.2
set clk_io_pct 0.2

create_clock -name clk0 -period $clk_period

set non_clock_inputs [all_inputs -no_clocks]
set_input_delay [expr $clk_period * $clk_io_pct] -clock clk0 $non_clock_inputs
set_output_delay [expr $clk_period * $clk_io_pct] -clock clk0 [all_outputs]
[/design/flow/design.v]
`timescale 1ns / 1ps
`timescale 1ns / 1ps
typedef enum logic [3:0] {
    ALU_SLL,
    ALU_SRA,
    ALU_SRL,
    ALU_MUL,
    ALU_DIV,
    ALU_ADD,
    ALU_SUB,
    ALU_AND,
    ALU_OR,
    ALU_XOR,
    ALU_NOR,
    ALU_SLT,
    ALU_SLTU
} AluOp;
module ALU(
    X, Y, S, result, result2, equal, ge, less
);
    parameter WIDTH = 32;
    input [31:0] X, Y;
    input AluOp S;
    output reg [31:0] result, result2;
    output reg equal, ge, less;
    always @(*) begin
        case (S)
            ALU_SLL: result = X << Y[4:0];
            ALU_SRA: result = $signed(X) >>> Y[4:0];
            ALU_SRL: result = X >> Y[4:0];
            ALU_MUL: {result2, result} = X * Y;
            ALU_DIV: {result2, result} = {X % Y, X / Y};
            ALU_ADD: result = X + Y;
            ALU_SUB: result = X - Y;
            ALU_AND: result = X & Y;
            ALU_OR:  result = X | Y;
            ALU_XOR: result = X ^ Y;
            ALU_NOR: result = ~ (X | Y);
            ALU_SLT: begin
                result = ($signed(X) < $signed(Y));
                less = ($signed(X) < $signed(Y));
                ge = ~less;
            end
            ALU_SLTU: begin
                result = (X < Y);
                less = (X < Y);
                ge = ~less;
            end
            default: result = 0;
        endcase
        equal = (X == Y);
    end
endmodule
==> flow_summary_export.csv <==
group,metric,value,unit
floorplanning,rows,137,
synth,ys_area,71000,sq um
pwr,power_per_cell_area,19.3,nW/um^2
sta,tightest_slew,1440,ps
synth,edf_count,0,
synth,synth.distinct_cells,117,
grt,grt_util_met2,67.2,%
detailed_routing,wire_per_inst,31.5,um
detailed_routing,route.vias.total,75800,
floorplanning,fp_util,50.7,%
floorplanning,chip_area,144000,sq um
sta,fmax,0.00388,GHz
pwr,ir_drop,0.0000656,V
setup_path,path_max_fanout,48,
final_layout,syn_to_final_growth,6.24,%
cts,ctsHoldBuffers,0,
pwr,p_sw,879,uW
synth,mappedNetlistArea,71000,sq um
synth,ys_cells,9595,
grt,grt_max_degree,74,
setup_path,worstPathArrival,171400,ps
detailed_routing,viasPerCell,6.59,
floorplanning,floorplan.core_area,140000,sq um
floorplanning,num_io_pins,135,
placed_design,dp.cells,11500,
cts,cts_resized,0,
flow_run,tool_warnings,101,
final_layout,layout-drive-gt1-share,6.20,%
pwr,swShare,60.3,%
grt,grt_usage,52.9,%
status,status,"completed",
grt,top_usage_layer,"met2",
detailed_routing,ant_nets,0,
grt,grtUsageMet3,32.8,%
synth,synth-seq-cells,34,
sta,hold_viol_final,0,
synth,ys_async_sr_fraction,0,%
final_layout,logic_area,64400,sq um
final_layout,layoutNonFillerInstCount,11500,
detailed_routing,dr.pass1.iters,7,
sta,rsz0062_at_grt,"no",
placed_design,numPortBuffers,135,
sta,fin_tns_setup,0,ps
grt,grt_pass1_wl,519,mm
synth,ys_warn_count,1,
placed_design,gp_congestion,1.16,
sta,drv_slew,0,
setup_path,cp_slowest_cell,"o31ai_1",
detailed_routing,drc,0,
sta,post-route-period-util,59.6,%
detailed_routing,drt_iter0_markers,7248,
pwr,p_int,578,uW
setup_path,crit_required,346560,ps
setup_path,worstSetupEndpointType,"primary output",
detailed_routing,routed_wl,362,mm
setup_path,cp_slowest_stage_delay,940,ps
setup_path,start_kind,"input pin",
sta,relSlewSlack,3.83,%
sta,period_needed,258040,ps
sta,untimed_endpoints,68,
synth,ys_dominant_reg_cell,"dlxtn_1",
grt,gr-total-overflow,0,
setup_path,critical_path_class,"input pin to primary output",
pwr,p_leak,37.0,nW
sta,unclocked_pins,34,
placed_design,dpl.hpwl,285,mm
floorplanning,die_x,379,um
grt,grt_pass1_vias,73900,
cts,postCtsSetupBuffers,0,
final_layout,flop_area,510,sq um
hold_path,min_path_type,"input pin to primary output",
final_layout,fillers,13100,
pwr,power,1.46,mW
synth,synthCells,9595,
synth,avgSynthCellArea,7.40,sq um
grt,grt_util_met1,63.9,%
sta,setup_viol,0,
flow_run,drv_cap,0,
floorplanning,die_h,379,um
setup_path,cpMostUsedCell,"ha_1",
grt,antenna_found_initial,34,
[per-layer routing]
layer	share of wire, %	up-vias
met2	38	5689
met4	9.3	81
met1	35	35700
met5	0.89	-
met3	17	1452
li1	-	32900
[worst max-delay path, delay by kind of cell]
kind	cells	cell delay [ps]
adder cells (fa/ha/maj)	31	10230
AND/OR/NAND/NOR	66	16310
AND-OR/OR-AND	162	49880
buffers and inverters	26	6740
multiplexers	3	1290
[kinds of logic after synthesis]
| kind of cell | Yosys count | synth area share, % |
|---|---|---|
| AND/OR/NAND/NOR | 3135 | 19.4 |
| latches | 34 | 0.719 |
| XOR/XNOR | 405 | 4.99 |
| AND-OR/OR-AND | 2399 | 22.6 |
| multiplexers | 154 | 2.36 |
| adder cells (fa/ha/maj) | 1790 | 41.0 |
| buffers and inverters | 1678 | 8.91 |
[Yosys cell counts (67+ instances only)]
library cell	number	area (sq um)
nand3_1	155	776
a31oi_1	116	726
clkbuf_1	340	1280
fa_1	899	18000
inv_1	1188	4460
a21oi_1	559	2800
o21ai_0	452	2260
buf_1	111	417
nor2_1	903	3390
or3_1	84	526
xnor2_1	254	2220
nand2_1	1346	5050
xor2_1	151	1320
a211oi_1	74	556
o21a_1	165	1240
ha_1	891	11100
nand4_1	67	419
o211ai_1	85	638
nor3_1	201	1010
a21o_1	240	1800
mux2i_1	100	1000
[worst paths after layout]
| check | startpoint | endpoint | slack (ps) | cells past startpoint |
|---|---|---|---|---|
| max | Y[24] | result[0] | 175160 | 288 |
| min | S[1] | result[0] | 174730 | 4 |
[sequential cells by signal, indices dropped and copies added (netlist names)]
register and cells:
less 1, ge 1, result2 32
[cell usage in the layout (no fill, tap or decap), types with 34 or more instances in the layout]
master              n
nand2_1          1345
inv_1            1175
fa_1              899
nor2_1            896
ha_1              891
a21oi_1           556
o21ai_0           446
buf_4             313
xnor2_1           253
a21o_1            240
nor3_1            196
o21a_1            165
nand3_1           155
xor2_1            150
a31oi_1           115
mux2i_1           100
clkdlybuf4s50_1    98
o211ai_1           85
or3_1              84
a211oi_1           73
nand4_1            67
nand2b_1           63
nor2b_1            60
o21bai_1           60
a221oi_1           58
o31ai_1            53
mux2_2             48
or2_2              46
and2_1             45
o22ai_1            44
a211o_1            42
diode_2            40
and3_1             36
nor4_1             36
buf_2              36
o2111ai_1          34
dlxtn_1            34
[stage by stage]
step           hold WS (ps)  util, %  instance area [sq um]  setup slack, ps
4_1_cts              174700     53.7                  75300           177590
6_report             174730     53.8                  75400           175160
3_3_place_gp         174700     53.7                  75300           179560
3_5_place_dp         174690     53.7                  75300           177930
5_1_grt              174780     53.8                  75400           170600
2_1_floorplan        173610        -                  71000           188510
[cell type report]
class	count	area share [%]
diodes	40	0.133
repair buffers	450	4.72
well taps	1876	3.11
flip-flops and latches	34	0.677
inverters	1213	6.05
multi-input cells	7883	85.3
No activity file was given, so power comes from the tool's default toggle rates.
